===== flow/run.sh =====
#!/bin/bash
# OpenROAD 26Q1-2900-gdf79404cd8, Yosys 0.63+post, stock flow scripts
make -C /OpenROAD-flow-scripts/flow DESIGN_CONFIG=/design/flow/config.mk WORK_HOME=/design/flow/orfs finish

===== flow/config.mk =====
export PLATFORM = sky130hd
export DESIGN_NAME = aluunit
export DESIGN_NICKNAME = aluunit
export VERILOG_FILES = /design/flow/design.v
export SDC_FILE = /design/flow/constraint.sdc
export NUM_CORES = 4
export LEC_CHECK = 1
export CORE_UTILIZATION = 40

===== flow/constraint.sdc =====
current_design aluunit

set clk_period 5.7
set clk_io_pct 0.2

create_clock -name clk0 -period $clk_period

set non_clock_inputs [all_inputs -no_clocks]
set_input_delay [expr $clk_period * $clk_io_pct] -clock clk0 $non_clock_inputs
set_output_delay [expr $clk_period * $clk_io_pct] -clock clk0 [all_outputs]

===== flow/design.v =====
`timescale 1ns / 1ps
module aluunit(clk,op,a,b,z,gr,ls,eq);
input clk;
input[2:0]op;
input [31:0]a,b;
output  [31:0]z;
output gr,ls,eq;
wire [31:0]p1,p2,p3,p4,zr;
wire cg,cl,ce;
wire cgr,clr,cer;
wire clk1,clk2,clk3,clk4,clk5;
assign clk1=(op==3'd0)?clk:0;
assign clk2=(op==3'd1)?clk:0;
assign clk3=(op==3'd2)?clk:0;
assign clk4=(op==3'd3)?clk:0;
assign clk5=(op==3'd4)?clk:0;
iee754mod c1(1'b0,a,b,p1,clk1);
iee754mod c2(1'b1,a,b,p2,clk2);
multiplier c3(clk3,a,b,p3);
division c4(a,b,p4,clk4);
comparator c5(a,b,cg,cl,ce,clk5);
jointer c6(clk,op,p1,p2,p3,p4,cg,cl,ce,cgr,clr,cer,zr);
assign z=zr;
assign gr=cgr;
assign ls=clr;
assign eq=cer;
endmodule
`timescale 1ns / 1ps
module comparator(a,b,gr,ls,eq,clk);
input clk;
input [31:0]a,b;
output reg gr,ls,eq;
reg r;
reg [31:0]c;
always@(posedge clk)
begin
gr=0;ls=0;eq=0;
r=a[31]^b[31];
if(r==0)
begin
 c=a[30:0]-b[30:0];
  if(c==0)
  eq=1'b1;
  else
   begin
   if(c[31]==1)
    begin
     if(a[31]==0)
     ls=1'b1;
     else 
     gr=1'b1;
    end  
   else
     begin
     if(a[31]==0)
     gr=1'b1;
     else 
     ls=1'b1;
     end
   end
 end
else
begin
if(a[31]==1)
ls=1'b1;
else
gr=1'b1;   
end
end
endmodule
`timescale 1ns / 1ps
module division(a,b,z,clk);
input clk;
input [31:0]a,b;
output reg [31:0]z;
wire [24:0]diff1,diff2,diff3;
reg [7:0]m;
reg [22:0]count;
assign diff1={1'b1,a[22:0]}-{{1'b1,b[22:0]}*0};
assign diff2={1'b1,a[22:0]}-{{1'b1,b[22:0]}*1};
assign diff3={1'b1,a[22:0]}-{{1'b1,b[22:0]}*2};
always@(posedge clk)
begin
z[31]=a[31]^b[31];
m=a[30:23]-b[30:23];
z[30:23]=m+8'd127;
   if(diff2[24]==1)
    count=diff1;
    else
    begin
    if(diff3[24]==1)
    count=diff2;
    else
    count=0;
    end
   z[22:0]=count; 
end
endmodule
`timescale 1ns / 1ps
module iee754mod(op,a,b,z,clk);
input clk;
input op;
input  [31:0] a,b;
output reg [31:0] z;
reg [24:0]s;
reg [23:0]p,q,m;
reg [7:0]t,k;
reg h;
reg count=0;
reg [4:0]cap;
reg [4:0]i;
always@(posedge clk)
begin
p[23]=1;
q[23]=1;
p[22:0]=a[22:0];
q[22:0]=b[22:0];
if(op==0)
begin
if(a[31]==b[31])
begin
 z[31]=a[31];
    if(a[30:23]==b[30:23])
      begin
      s[24:0]= p[23:0]+q[23:0];
      z[22:0]= s[23:1];
      z[30:23]= a[30:23]+1'b1;
      end
    else
    begin
       if(a[30:0]>b[30:0])
         begin
           k=a[30:23]-b[30:23];
           q[23:0]={1'b1,b[22:0]}>>k;
           s[24:0]= p[23:0]+q[23:0];
         if(s[24]==1)
         begin
         z[22:0]=s[22:0];
         z[30:23]=a[30:23]+1'b1;
         end
         else
         begin
         z[22:0]=s[22:0];
         z[30:23]=a[30:23];
         end
         end
       else
         begin
         k=b[30:23]-a[30:23];
         p[23:0]={1'b1,b[22:0]}>>k;
         s[24:0]= p[23:0]+q[23:0];
         if(s[24]==1)
           begin
           z[22:0]=s[22:0];
           z[30:23]=b[30:23]+1'b1;
           end
         else
           begin
           z[22:0]=s[22:0];
           z[30:23]=b[30:23];
           end
        end
end  
end
else
begin  
    if(a[30:0]>b[30:0])
       begin
        z[31]=a[31];
       z[30:23]=a[30:23];
       if(a[30:23]==b[30:23])
       begin
        s[24:0]= p[23:0]-q[23:0];
        end
       else
         begin
         k=a[30:23]-b[30:23];
         q[23:0]={1'b1,b[22:0]}>>k;
         s[24:0]= p[23:0]-q[23:0];
         end 
       end
    else
       begin
        z[31]=b[31];
        z[30:23]=b[30:23];
          if(a[30:23]==b[30:23])
            s[24:0]= q[23:0]-p[23:0];
          else
           begin
           k=a[30:23]-b[30:23];
           p[23:0]={1'b1,a[22:0]}>>k;
           s[24:0]= q[23:0]-p[23:0];
           end 
       end 
        count=0;
        cap=23;
    for(i=23;i>0;i=i-1)
     begin
       if(s[i]==1 && count==0)
          begin
           cap=i;
           count=count+1;
          end
      end
      m[23:0]=s[23:0]<<(23-cap);
      z[22:0]=m[22:0];
      z[30:23]=z[30:23]-(23-cap);
 end
 end
 else
 begin
 h=~b[31];
 if(a[31]==h)
begin
 z[31]=a[31];
    if(a[30:23]==b[30:23])
      begin
      s[24:0]= p[23:0]+q[23:0];
      z[22:0]= s[23:1];
      z[30:23]= a[30:23]+1'b1;
      end
    else
    begin
       if(a[30:0]>b[30:0])
         begin
           k=a[30:23]-b[30:23];
           q[23:0]={1'b1,b[22:0]}>>k;
           s[24:0]= p[23:0]+q[23:0];
         if(s[24]==1)
         begin
         z[22:0]=s[23:0];
         z[30:23]=a[30:23]+1'b1;
         end
         else
         begin
         z[22:0]=s[22:0];
         z[30:23]=a[30:23];
         end
         end
       else
         begin
         k=b[30:23]-a[30:23];
         p[23:0]={1'b1,b[22:0]}>>k;
         s[24:0]= p[23:0]+q[23:0];
         if(s[24]==1)
           begin
           z[22:0]=s[23:0];
           z[30:23]=b[30:23]+1'b1;
           end
         else
           begin
           z[22:0]=s[22:0];
           z[30:23]=b[30:23];
           end
        end
end  
end
else
begin  
    if(a[30:0]>b[30:0])
       begin
        z[31]=a[31];
        z[30:23]=a[30:23];
       if(a[30:23]==b[30:23])
        s[24:0]= p[23:0]-q[23:0];
       else
         begin
         k=a[30:23]-b[30:23];
         q[23:0]={1'b1,b[22:0]}>>k;
         s[24:0]= p[23:0]-q[23:0];
         end 
       end
    else
       begin
        z[31]=h;
        z[30:23]=b[30:23];
          if(a[30:23]==b[30:23])
            s[24:0]= q[23:0]-p[23:0];
          else
           begin
           k=a[30:23]-b[30:23];
           p[23:0]={1'b1,a[22:0]}>>k;
           s[24:0]= q[23:0]-p[23:0];
           end 
       end 
        count=0;
        cap=23;
    for(i=23;i>0;i=i-1)
     begin
       if(s[i]==1 && count==0)
          begin
           cap=i;
           count=count+1;
          end
      end
      s[23:0]=s[23:0]<<(23-cap);
      z[22:0]=s[22:0];
      z[30:23]=z[30:23]-(23-cap);
 end
 end
 end      
endmodule
`timescale 1ns / 1ps
module jointer(clk,op,r1,r2,r3,r4,cg,cl,ce,gr,ls,eq,z);
input [2:0]op;
input clk;
input [31:0]r1,r2,r3,r4;
input cg,cl,ce;
output reg [31:0]z;
output reg gr,ls,eq;
always@(r1,r2,r3,r4,cg,cl,ce)
begin
gr=0;ls=0;eq=0;z=0;
if(op==3'b000)
z=r1;
else if(op==3'b001)
z=r2;
else if(op==3'b010)
z=r3;
else if(op==3'b011)
z=r4;
else if(op==3'b100)
begin
gr=cg;
ls=cl;
eq=ce;
end
end
endmodule
`timescale 1ns / 1ps
module multiplier(clk,A,B,out);
input clk;
input [31:0]A,B;
output reg [31:0]out;
reg s1,s2,s_out;
reg [7:0]e1,e2,e_out;
reg [22:0]m1,m2,m_out;
reg zero_out;
reg [47:0]mul; 
reg x;  
always@(posedge clk)
begin
    {s1,e1,m1}={A[31],A[30:23],A[22:0]};
    {s2,e2,m2}={B[31],B[30:23],B[22:0]};
    zero_out = ({e1,m1}==0)|({e2,m2}==0); 
    s_out = s1 ^ s2;
    mul = {1'b1,m1} * {1'b1,m2};
    m_out = (mul[47]==1)?mul[46:24]:mul[45:23];
    x = (mul[47]==1)?1'b1:1'b0;
    e_out = e1 + e2 + x - 127;
    out = (zero_out==1)?0:{s_out,e_out,m_out};
end
endmodule

==> out/results.tsv <==
stage	metric	value	unit
outcome	status	finished clean	
worst_setup_path	crit_start	op[0]	
synthesis	syn_avg_cell_area	8.03	um^2
layout	n_fill_cell	9626	
final_timing	min_period	4.37	ns
worst_setup_path	crit_type	input pin to output port	
final_timing	drv_slew	0	
worst_setup_path	cp_top_family	buffers and inverters	
final_timing	setup_viol	0	
placement	io_buffer_count	103	
synthesis	ys_area	0.0382	mm^2
drt	routedWlPerCell	23.5	um
worst_setup_path	arrival	3.23	ns
synthesis	most_common_cell	inv_1	
final_timing	tightest_slew	1.01	ns
floorplanning	fp-utilization	40.3	%
floorplanning	ioPinCount	103	
placement	place_hpwl	106	mm
drt	drt-initial-drc-count	2701	
final_timing	setup_ws	1.33	ns
synthesis	edf_count	0	
final_timing	setup_tns	0	ns
final_timing	maxSlewHeadroom	32.4	%
worst_setup_path	slowest_delay	0.57	ns
final_timing	rsz0062_at_grt	no	
drt	dr.pass1.iters	6	
drt	drt-total-wl	140	mm
global_route	grt_pass1_wl	214	mm
synthesis	ys_seq_share	6.86	%
final_timing	hold_violations	0	
global_route	grt_overflow	0	
synthesis	synthArstFlopShare	0	%
cts	postCtsHoldBufs	0	
synthesis	yosysUniqueCellTypes	107	
layout	drive_gt1_share	5.38	%
floorplanning	core	0.0949	mm^2
floorplanning	fp.dieW	311	um
layout	register_area	0.00262	mm^2
final_timing	fin_crit_sh	76.6	%
worst_setup_path	cpMaxStageDelayCell	buf_2	
cts	cts_resized	0	
min_path	hold_class	input pin to output port	
placement	gp_congestion	1.07	
synthesis	top_cell_area_share	25.7	%
global_route	grt_use_total	30.6	%
worst_setup_path	crit_required	4.56	ns
drt	vias	34057	
drt	ant_nets	0	
floorplanning	die_h	311	um
worst_setup_path	cp.depth	5	
worst_setup_path	crit_chain	buf_2, buf_4, mux4_2, nor2b_1, clkdlybuf4s50_1	
synthesis	ys.flops	131	
worst_setup_path	endpoint	z[17]	
global_route	grt_pass1_vias	33711	
synthesis	topCellsByArea	fa_1 (26%), ha_1 (13%), dfxtp_1 (6.9%), inv_1 (6.7%), nand2_1 (5.4%)	
final_timing	fmax	229	MHz
drt	diodes	0	
run	maxCapViolations	0	
synthesis	syn-cell-area	0.0382	mm^2
synthesis	top_area_cell	fa_1	
worst_setup_path	crit_buf_inv	3	
floorplanning	rows	113	
worst_setup_path	worst_setup_path_end_kind	output port	
synthesis	top_cells_by_count	inv_1 (683), nand2_1 (549), fa_1 (491)	
synthesis	yosys_cells	4764	
synthesis	dominantRegCellSynth	dfxtp_1	
placement	place_ws	1.29	ns
synthesis	ys_warn_count	5	
floorplanning	fp.dieArea	0.0968	mm^2
global_route	grt_max_degree	76	
final_timing	unclocked_regs	131	
worst_setup_path	cp_max_fo	24	
layout	area_growth	5.79	%
drt	drc	0	
run	tool_warnings	90	
global_route	antenna_found_initial	5	
worst_setup_path	start_kind	input pin	
drt	viasPerCell	5.71	
layout	comb_area	0.0320	mm^2
cts	post_cts_buffers	0	
synthesis	synth_cells	4764	
final_timing	untimed_endpoints	131	
[stage by stage]
step           area, um^2  hold WS (ns)  utilization [%]  cells
4_1_cts             40400          3.55             42.6   5967
3_5_place_dp        40400          3.54             42.6   5967
5_1_grt             40400          3.63             42.6   5967
3_3_place_gp        40400          3.54             42.6   5967
6_report            40400          3.54             42.6   5967
2_1_floorplan       38200          2.52                -   4764
[tightest hold or removal path: cells and delay by family]
family / cells / cell delay [ns]
buffers and inverters: 3 / 1.11
and+or+nand+nor: 1 / 0.15
[layout by cell type, fill, tap and decap left out, types with 56 or more instances in the layout]
cell             Yosys  layout
dfxtp_1            131     131
ha_1               389     388
o21ai_0            181     181
xnor2_1            117     113
mux2i_1             81      81
buf_4               10     100
inv_1              683     683
and2_1             207     207
nand3_1             89      89
nor2b_1             67      67
a21oi_1            274     273
mux4_2              56      56
nor2_1             325     325
clkdlybuf4s50_1      0      83
fa_1               491     491
nand2_1            549     549
nor3_1             133     131
[routing by layer]
metal | share of wire, % | GRT usage, %
met5 | 0.024 | 0
met4 | 4.1 | 9.42
met3 | 8.7 | 7.62
met2 | 45 | 46.6
met1 | 43 | 44.3
[registers in the layout (all words and copies together), names as in the netlist]
register,flops
c2.z,32
c5.eq,1
c5.gr,1
c5.ls,1
c1.z,32
c3.out,32
c4.z,32
[how the worst min path moves through the flow]
| stage | from | to | slack, ns | cells past startpoint |
|---|---|---|---|---|
| after CTS | op[2] | z[26] | 3.55 | 4 |
| after global routing | op[1] | z[22] | 3.63 | 4 |
| final | op[2] | z[30] | 3.54 | 4 |
[logic make-up (layout without fill, tap and decap cells)]
logic type	Yosys count	after routing	share of synthesized area [%]
mux	157	157	6.01
fa+ha+maj	880	880	38.4
compound gates	912	912	15.7
flops	131	131	6.86
xor+xnor	163	163	3.73
buf+inv	955	893	9.84
simple gates	1566	1566	19.4
[cell type report]
type	instances	area share (%)
Multi-Input combinational cell	3678	79.0
Sequential cell	131	6.48
Inverter	690	6.42
Timing Repair Buffer	203	4.16
Tap cell	1265	3.91
